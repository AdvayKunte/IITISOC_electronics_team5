$ cat flow/constraint.sdc
current_design register256x8

set clk_period 26.7
set clk_io_pct 0.2

create_clock -name clk0 -period $clk_period [get_ports {clk}]

set non_clock_inputs [all_inputs -no_clocks]
set_input_delay [expr $clk_period * $clk_io_pct] -clock clk0 $non_clock_inputs
set_output_delay [expr $clk_period * $clk_io_pct] -clock clk0 [all_outputs]
$ cat flow/design.v
`timescale 1ns / 1ps
module register256x8 (clk, mem_read,mem_write, aluout_in,address_in, memtoreg_out);
    input wire clk;            
    input wire mem_read;        
    input wire mem_write;       
    input wire [7:0] aluout_in;    
    input wire [7:0] address_in;    
    output reg [7:0] memtoreg_out;    
    reg [7:0] memory_array [255:0];   
    always @(posedge clk) 
    begin
        if (mem_write) 
        begin
            memory_array[address_in] <= aluout_in;
        end
    end
    always @(posedge clk) 
    begin
        if (mem_read) 
        begin
            memtoreg_out <= memory_array[address_in];
        end
    end
endmodule
$ cat flow/config.mk
export PLATFORM = sky130hd
export DESIGN_NAME = register256x8
export DESIGN_NICKNAME = register256x8
export VERILOG_FILES = /design/flow/design.v
export SDC_FILE = /design/flow/constraint.sdc
export NUM_CORES = 4
export LEC_CHECK = 1
export CORE_UTILIZATION = 40
$ cat flow/run.sh
#!/bin/bash
# OpenROAD 26Q1-2900-gdf79404cd8, Yosys 0.63+post, stock flow scripts
make -C /OpenROAD-flow-scripts/flow DESIGN_CONFIG=/design/flow/config.mk WORK_HOME=/design/flow/orfs finish
==> results.json <==
{
  "internal_power_uw": 5177,
  "yosysUniqueCellTypes": 21,
  "drv_cap": 0,
  "p_seq_share_pct": 54.3,
  "cts.hold.buffers_added": 0,
  "place_hpwl_um": 111500,
  "worstSkewPairLatency_ns": 0.85,
  "warnings": 26,
  "pre_cts_ws_ns": 16.93,
  "drc": 0,
  "die_width_um": 445.2,
  "final-setup-viol-count": 0,
  "p_leak_uw": 0.02691,
  "reg2reg_depth": 5,
  "ios": 27,
  "grt.overflow.total": 0,
  "crit_top_cell": "buf_4",
  "min_to": "memtoreg_out[4]",
  "n_fill_cell": 16040,
  "hold_class": "reg -> reg",
  "ff_type": "edfxtp_1",
  "placed_area_um2": 82740,
  "fin_worst_skew_ns": 0.04804,
  "status": "finished clean",
  "die_h_um": 445.2,
  "endpoint_kind": "flop",
  "path_cells": "buf_8 > buf_4 > buf_4 > mux4_2 > a22oi_1 > a21oi_1 > o41ai_1 > nand4_1",
  "pwr-share-comb_pct": 4.4,
  "max-slew-margin-rel_pct": 28.98,
  "r2r_start": "memory_array[63][7]",
  "fin_ws_ns": 17.88,
  "cts_root_buf": "clkbuf_16",
  "layout_min_cycle_time_ns": 8.816,
  "whs_path_depth": 5,
  "design.core.area_um2": 195000,
  "rsz0062_at_grt": "false",
  "io_buffer_count": 26,
  "p_switching_uw": 1383,
  "grt_pass1_wl_um": 275500,
  "cts_buffers": 201,
  "grt_pass1_vias": 41240,
  "tightest_slew_ns": 1.052,
  "peakVddDrop_mv": 0.07024,
  "clock_sinks": 2056,
  "viasPerCell": 5.652,
  "yosys.area.top_type": "edfxtp_1",
  "netSwitchingFraction_pct": 21.09,
  "antenna_found_initial": 3,
  "clkPwrFrac_pct": 41.2,
  "hold_viol": 0,
  "grtUsageTotal_pct": 21.26,
  "avgSynthCellArea_um2": 22.15,
  "r2r_slack_ns": 23.88,
  "hold_start": "memory_array[136][4]",
  "detail_route.wl_per_cell_um": 28.77,
  "worstPathMaxFanout": 71,
  "timing.rr.end": "memtoreg_out[7]",
  "cp.arrival_ns": 9.36,
  "synth_chip_area_um2": 78570,
  "layout-drive-gt1-share_pct": 25.77,
  "synth_cells": 3547,
  "synth_top_cell_by_count": "edfxtp_1",
  "yosys-stat-cells": 3547,
  "post_cts_resized": 0,
  "cpPeakStageDelay_ns": 0.99,
  "regArea_um2": 61740,
  "ant_nets": 0,
  "combGateArea_um2": 15780,
  "synthesis.area_um2": 78570,
  "worstPathRequired_ns": 27.25,
  "fp-utilization_pct": 40.30,
  "clk_pin_slew_ns": 0.06,
  "edf_count": 2056,
  "critPathKind": "in -> reg",
  "cts_tree": "built",
  "slew_viol_final": 0,
  "ys_ff": 2056,
  "fp-row-count": 162,
  "finalSetupTns_ns": 0,
  "via_count": 36980,
  "powerDensity_nw_per_um2": 73.67,
  "synthToLayoutAreaGrowth_pct": 13.33,
  "top_cells_by_count": "2056 x edfxtp_1, 512 x mux4_2, 256 x a22oi_1",
  "start_kind": "primary input",
  "yosys.area.top_type_share_pct": 78.58,
  "slowest_stage": "o41ai_1",
  "post-route-period-util_pct": 33.02,
  "stdcell_area_um2": 89050,
  "place_congestion": 0.8510,
  "max_freq_mhz": 113.4,
  "postSynthSeqShare_pct": 78.58,
  "clk_path_buf_depth": 3,
  "ys_warn_count": 1,
  "hold_slack_ns": 1.010,
  "htreeDepth": 4,
  "drt-pass1-iter-count": 7,
  "drt_wl_total_um": 188300,
  "die_area_um2": 198200,
  "ys_async_sr_fraction_pct": 0,
  "dr.first_iter.drc_count": 2485,
  "post-cts-setup-buffer-count": 0,
  "grt_max_degree": 98,
  "topCellsByArea": "edfxtp_1 79%, mux4_2 15%, a22oi_1 2.4%"
}
cells by family (layout without fill, tap and decap cells):
family | count (synthesis) | count (layout) | synth area share [%]
DFF | 2056 | 2056 | 78.58
muxes | 512 | 512 | 14.68
AOI/OAI and AO/OA | 416 | 416 | 3.618
and+or+nand+nor | 330 | 330 | 1.731
buffers and inverters | 233 | 602 | 1.400
other | 0 | 3 | 0
power groups by stage:
| stage | Clock [uW] | Combinational, uW | Sequential, uW |
|---|---|---|---|
| after global routing | 2880 | 314 | 3560 |
| after CTS | 2760 | 297 | 3560 |
| final | 2700 | 291 | 3560 |
per-stage QoR:
stage          cells  utilization (%)  power [uW]
5_1_grt         6541            45.67        6759
4_1_cts         6540            45.66        6620
2_1_floorplan   3547                -        3787
6_report        6543            45.67        6560
3_5_place_dp    6175            42.43        3929
3_3_place_gp    6175            42.43        3926
area by class of cell:
type | count | area share [%]
Timing Repair Buffer | 236 | 2.175
Tap cell | 2624 | 3.687
Clock inverter | 124 | 1.232
Inverter | 1 | 0.004215
Antenna cell | 3 | 0.008430
Clock buffer | 241 | 5.841
Multi-Input combinational cell | 1258 | 17.72
Sequential cell | 2056 | 69.33
worst max-delay path: cells and delay by family:
kind | cells | cell delay (ns)
multiplexers | 1 | 0.43
buffers and inverters | 3 | 1.78
AND/OR/NAND/NOR | 1 | 0.15
AND-OR/OR-AND | 3 | 1.53
state kept, by name, summed over array words and instances (netlist names):
register	cells
memory_array	2048
memtoreg_out	8
worst max path at each step:
| stage | from | to | cells past startpoint |
|---|---|---|---|
| global route | address_in[0] | memtoreg_out[7] | 10 |
| CTS | address_in[0] | memtoreg_out[7] | 10 |
| finish | address_in[1] | memtoreg_out[7] | 8 |
routing by layer:
layer	part of all wire, %	GRT usage [%]	vias up
met3	15	14.66	285
met5	0.15	0.9524	-
met4	2.5	4.298	10
li1	-	-	15520
met2	48	31.49	2042
met1	34	27.24	19120
placed cells by master, fill, tap and decap left out, types with 10 or more instances in the layout:
cell type	instances
a21oi_1	128
a22oi_1	256
buf_4	206
buf_8	10
bufinv_16	13
clkbuf_1	39
clkbuf_16	202
clkdlybuf4s50_1	16
clkinv_1	61
clkinv_2	31
edfxtp_1	2056
mux4_2	512
nand2_1	27
nand3_1	10
nor2_1	231
nor3_1	30
o41ai_1	32
Power figures rest on the tool's default switching activity, not on a simulated workload.
