==> ./design.v <==
`timescale 1ns / 1ps
module L1(clk1, Ra, Rb, Rd, SignExtendedImm, m1, m2, RegDst,RegWrite,ALUSrc,ALUFn,MemWrite,MemRead,MemtoReg, Raout, Rbout, Rdout, immout, m1out, m2out, regdstout, regwriteout, alusrcout, alufnout, memwriteout, memreadout, memtoregout);
    input [2:0] Ra,Rb,Rd;
    input [7:0] SignExtendedImm,m1,m2;
    input clk1;
    input RegDst,RegWrite,ALUSrc,ALUFn,MemWrite,MemRead,MemtoReg;
    output reg [2:0] Raout, Rbout, Rdout;
    output reg [7:0] immout, m1out, m2out;
    output reg regdstout, regwriteout, alusrcout, alufnout, memwriteout, memreadout, memtoregout; 
    reg [2:0] L1_Ra, L1_Rb, L1_Rd;
    reg [7:0] L1_SignExtendedImm, L1_m1, L1_m2;
    reg L1_RegDst,L1_RegWrite,L1_ALUSrc,L1_ALUFn,L1_MemWrite,L1_MemRead,L1_MemtoReg; 
    always @(*)
    begin
        L1_Ra <= #2 Ra;
        L1_Rb <= #2 Rb;
        L1_Rd <= #2 Rd;
        L1_SignExtendedImm <= #2 SignExtendedImm;
        L1_m1 <= #2 m1;
        L1_m2 <= #2 m2;
        L1_RegDst <= #2 RegDst;
        L1_RegWrite <= #2 RegWrite;
        L1_ALUSrc <= #2 ALUSrc;
        L1_ALUFn <= #2 ALUFn;
        L1_MemWrite <= #2 MemWrite;
        L1_MemRead <= #2 MemRead;
        L1_MemtoReg <= #2 MemtoReg;
    end
    always @(posedge clk1)
    begin
        Raout <= #2 L1_Ra;
        Rbout <= #2 L1_Rb;
        Rdout <= #2 L1_Rd;
        immout <= #2 L1_SignExtendedImm;
        m1out <= #2 L1_m1;
        m2out <= #2 L1_m2;
        regdstout <= #2 L1_RegDst;
        regwriteout <= #2 L1_RegWrite;
        alusrcout <= #2 L1_ALUSrc;
        alufnout <= #2 L1_ALUFn;
        memwriteout <= #2 L1_MemWrite;
        memreadout <= #2 L1_MemRead;
        memtoregout <= #2 L1_MemtoReg;
    end
endmodule
==> ./run.sh <==
#!/bin/bash
# OpenROAD 26Q1-2900-gdf79404cd8, Yosys 0.63+post, stock flow scripts
make -C /OpenROAD-flow-scripts/flow DESIGN_CONFIG=/design/flow/config.mk WORK_HOME=/design/flow/orfs finish
==> ./config.mk <==
export PLATFORM = sky130hd
export DESIGN_NAME = L1
export DESIGN_NICKNAME = L1
export VERILOG_FILES = /design/flow/design.v
export SDC_FILE = /design/flow/constraint.sdc
export NUM_CORES = 4
export LEC_CHECK = 1
export CORE_AREA = 10 10 80 80
export DIE_AREA = 0 0 90 90
==> ./constraint.sdc <==
current_design L1

set clk_period 1.0
set clk_io_pct 0.2

create_clock -name clk0 -period $clk_period [get_ports {clk1}]

set non_clock_inputs [all_inputs -no_clocks]
set_input_delay [expr $clk_period * $clk_io_pct] -clock clk0 $non_clock_inputs
set_output_delay [expr $clk_period * $clk_io_pct] -clock clk0 [all_outputs]
==> flow_metrics.py <==
# Auto-generated metrics
metrics = {
    "worst_hold_path": {
        "hold_class": "primary input to flop",
        "min_path_cells": 1,
    },
    "final_timing": {
        "worst-slew-pin-transition_ns": 0.0681,
        "setup_viol": 0,
        "rsz0062_at_grt": "false",
        "max_freq_mhz": 1050,
        "finalCritPeriodShare_pct": 95.6,
        "slew_headroom_pct": 95.5,
        "drv_slew": 0,
        "period_minus_slack_ns": 0.956,
        "fin_ws_ns": 0.0435,
        "finalHoldViolations": 0,
        "fin_setup_tns_ns": 0,
    },
    "grt": {
        "antenna_found_initial": 0,
        "grt_usage_pct": 5.86,
        "grt-ovfl-total": 0,
        "grt_pass1_vias": 688,
        "grt_first_pass_wirelength_um": 3760,
        "busiest_layer": "met2",
        "met3_usage_pct": 5.11,
        "met2_usage_pct": 9.02,
        "grt_max_degree": 12,
        "use_met1_pct": 6.02,
    },
    "clock_tree": {
        "cts_sinks": 40,
        "cts_tree": "built",
        "hold_buffers": 0,
        "cts-root-buf": "clkbuf_8",
        "cts_made_buffers": 5,
        "cts_htree_levels": 2,
        "clockBufferDepth": 2,
        "clkTransAtPathRegs_ns": 0.07,
    },
    "cells_and_area": {
        "area_growth_pct": 106,
        "logic_area_um2": 0,
        "comb_cells": 0,
        "drive_gt1_share_pct": 43.8,
        "final_cell_count_no_fill": 195,
    },
    "run": {
        "tool_warnings": 25,
        "cap_violations": 0,
    },
    "setup_path": {
        "cp.depth": 1,
        "cp_cell_sequence": "clkdlybuf4s15_1",
        "crit_buf_inv": 1,
        "critical_path.max_stage_delay_ns": 0.31,
        "cp-start-kind": "flop",
        "cpMaxStageDelayCell": "dfxtp_2",
        "required_ns": 0.80,
        "endpoint_kind": "primary output",
        "crit_fanout": 1,
        "cp.arrival_ns": 0.76,
        "worstSetupPathType": "flop to primary output",
        "crit_family": "flip-flops",
    },
    "routing": {
        "dr.pass1.iters": 2,
        "diodes": 0,
        "drtAntennaViolNets": 0,
        "routed_wl_um": 2400,
        "vias_per_cell": 3.08,
        "drc": 0,
        "routed-via-count": 600,
        "drt-initial-drc-count": 2,
        "wl_per_cell_um": 12.3,
    },
    "floorplan": {
        "rows": 25,
        "die_y_um": 90,
        "core-area_um2": 4720,
        "chipArea_um2": 8100,
        "fp_util_pct": 17.0,
        "num_io_pins": 81,
        "die_w_um": 90,
    },
    "placed_design": {
        "numPortBuffers": 80,
        "preCtsSetupSlack_ns": 0.0306,
        "dp_cells": 187,
        "gp_congestion": 0.626,
    },
    "logic_synthesis": {
        "syn-cell-area_um2": 801,
        "synth_warnings": 1,
        "synthCells": 40,
        "syn_avg_cell_area_um2": 20.0,
        "ys_cells": 40,
        "ys_chip_area_um2": 801,
        "yosysUniqueCellTypes": 1,
        "ys_ff": 40,
        "postSynthSeqShare_pct": 100,
    },
    "pwr": {
        "p_leak_uw": 0.000710,
        "peakVddDrop_mv": 0.675,
        "power_density_nw_per_um2": 1800,
    },
    "run_status": {
        "status": "complete, no violations",
    },
}
==> report_power, final <==
group	switching, uW	internal (uW)	total [uW]
Clock	481	562	1040
Sequential	18.9	1690	1710
Combinational	30.6	196	227
Total	531	2440	2970
==> synth_stat cells, drive strengths merged <==
cell type  count  area (um2)
dfxtp         40         801
==> per-stage QoR <==
step / total power, uW / hold WS [ns] / area (um2) / util [%]
floorplan: 1710 / 0.228 / 801 / -
global placement: 2040 / 0.650 / 1690 / 35.7
detailed placement: 2040 / 0.652 / 1690 / 35.7
CTS: 3070 / 0.343 / 1780 / 37.6
global route: 3140 / 0.331 / 1650 / 34.9
finish: 2970 / 0.349 / 1650 / 34.9
==> registers in the layout (all words and copies together), names as in the netlist <==
name / flops
immout: 8
m1out: 8
m2out: 8
Raout: 3
Rbout: 3
Rdout: 3
alufnout: 1
alusrcout: 1
memreadout: 1
memtoregout: 1
memwriteout: 1
regdstout: 1
regwriteout: 1
==> what timing repair did <==
item | 4_1_cts | 5_1_grt
buffers inserted | 0 | 0
pin swaps | 0 | 0
endpoints found under the setup margin | 40 | 32
cloned | 0 | 0
gates resized | 80 | 50
==> layout make-up <==
class | instances | area [um2]
Fill cell | 472 | 3070
Sequential cell | 40 | 826
Timing Repair Buffer | 80 | 651
Clock buffer | 8 | 90.1
Tap cell | 67 | 83.8
==> path summary, 6_finish.rpt <==
path	startpoint	end	slack (ns)
max	Rdout[0]	Rdout[0]	0.04
min	m1[5]	m1out[5]	0.35
==> layer usage <==
layer  wire (um)  vias to the layer above
met1         865                      251
met5           0                        -
met2        1100                       50
met4          45                        0
li1            -                      294
met3         390                        5
==> layout by cell type (no fill, tap or decap) <==
cell type | synthesis | layout
dfxtp_2 | 0 | 20
clkbuf_8 | 0 | 6
clkbuf_1 | 0 | 2
clkdlybuf4s50_1 | 0 | 40
dfxtp_1 | 40 | 20
clkdlybuf4s15_1 | 0 | 10
clkbuf_2 | 0 | 30
==> cells by family after synthesis <==
| logic type | share of synthesized area (%) |
|---|---|
| DFF | 100 |
Power is estimated from default activity; no workload was simulated.
