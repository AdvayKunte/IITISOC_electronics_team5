--- flow/run.sh ---
#!/bin/bash
# OpenROAD 26Q1-2900-gdf79404cd8, Yosys 0.63+post, stock flow scripts
make -C /OpenROAD-flow-scripts/flow DESIGN_CONFIG=/design/flow/config.mk WORK_HOME=/design/flow/orfs finish
--- flow/config.mk ---
export PLATFORM = sky130hd
export DESIGN_NAME = L2
export DESIGN_NICKNAME = L2
export VERILOG_FILES = /design/flow/design.v
export SDC_FILE = /design/flow/constraint.sdc
export NUM_CORES = 4
export LEC_CHECK = 1
export CORE_AREA = 10 10 93 93
export DIE_AREA = 0 0 103 103
--- flow/constraint.sdc ---
current_design L2

set clk_period 1.0
set clk_io_pct 0.2

create_clock -name clk0 -period $clk_period [get_ports {clk2}]

set non_clock_inputs [all_inputs -no_clocks]
set_input_delay [expr $clk_period * $clk_io_pct] -clock clk0 $non_clock_inputs
set_output_delay [expr $clk_period * $clk_io_pct] -clock clk0 [all_outputs]
--- flow/design.v ---
`timescale 1ns / 1ps
module L2(clk2, L1_m1, L1_m2, L1_SignExtendedImm, L1_A, L1_B, L1_ALUSrc,L1_ALUFn,L1_MemWrite,L1_MemRead,L1_MemtoReg, ALUSrcout, ALUFnout, memwriteout, memreadout, memtoregout, immout, Aout, Bout, m1out, m2out);
    input [7:0] L1_SignExtendedImm, L1_A, L1_B, L1_m1, L1_m2;
    input clk2;
    input L1_ALUSrc,L1_ALUFn,L1_MemWrite,L1_MemRead,L1_MemtoReg;
    output reg [7:0] immout, Aout, Bout, m1out, m2out;
    output reg ALUSrcout, ALUFnout, memwriteout, memreadout, memtoregout;
    reg [7:0] L2_SignExtendedImm, L2_A, L2_B, L2_m1, L2_m2;
    reg L2_ALUSrc,L2_ALUFn,L2_MemWrite,L2_MemRead,L2_MemtoReg;
    always @(*)
    begin
        L2_SignExtendedImm <= #2 L1_SignExtendedImm;
        L2_A <= #2 L1_A;
        L2_B <= #2 L1_B;
        L2_m1 <= #2 L1_m1;
        L2_m2 <= #2 L1_m2;
        L2_ALUSrc <= #2 L1_ALUSrc;
        L2_ALUFn <= #2 L1_ALUFn;
        L2_MemWrite <= #2 L1_MemWrite;
        L2_MemRead <= #2 L1_MemRead;
        L2_MemtoReg <= #2 L1_MemtoReg;
    end
    always @(posedge clk2)
    begin
        immout <= #2 L2_SignExtendedImm;
        Aout <= #2 L2_A;
        Bout <= #2 L2_B;
        m1out <= #2 L2_m1;
        m2out <= #2 L2_m2;
        ALUSrcout <= #2 L2_ALUSrc;
        ALUFnout <= #2 L2_ALUFn;
        memwriteout <= #2 L2_MemWrite;
        memreadout <= #2 L2_MemRead;
        memtoregout <= #2 L2_MemtoReg;
    end
endmodule
==> results.toml <==
# yosys + openroad results
[final_timing]
final_hold_viol_count = 0
drv_slew = 0
fin_setup_tns_ps = 0
min_period_ps = 951
fmax_mhz = 1050
fin_crit_sh_pct = 95.1
rsz0062_at_grt = "false"
setup_violations = 0
slew_headroom_pct = 94.7
tightest_slew_ps = 79.7
worst_hold_slack_ps = 340

[floorplanning]
die_w_microns = 103
design.core.area_sq_mm = 0.00676
dieArea_sq_mm = 0.0106
initial_core_util_pct = 13.3
rows = 30
ios = 91
fp.dieH_microns = 103

[cts]
h-tree-depth = 2
clockBufferDepth = 2
cts-root-buf = "clkbuf_8"
cts_buffers = 5
cts_setup_buffers = 0
cts_tree = "yes"
clock_sinks = 45
clk_pin_slew_ps = 80

[critical_path]
cp_num_buf_inv = 1
cp_max_fo = 1
crit_path_top_delay_cell = "dfxtp_1"
path_class = "flop to output port"
startpoint_type = "flop"
cp_top_family = "flip-flops"
arrival_ps = 750
worstPathCellList = "clkdlybuf4s15_1"
critPathRequiredTime_ps = 800
worstSetupEndpointType = "output port"
critPathMaxStageDelay_ps = 310

[final_layout]
lay_top_count = "clkdlybuf4s50_1"
final_cell_mix = "clkdlybuf4s50_1, dfxtp_1, clkbuf_2"
drive_gt1_share_pct = 45.5
final_cell_area_sq_mm = 0.00180
nMultiInputCombCells = 0
seqCellArea_sq_um = 917
fillCellCount = 733
mi_logic_area_sq_um = 0
area_delta_synth_final_pct = 99.7

[detailed_routing]
drt-initial-drc-count = 3
wire_per_inst_microns = 13.0
num_vias = 683
diodes = 0
ant_nets = 0
first_pass_iters = 3
via_per_inst = 3.06
routed_wl_microns = 2900
drcViolationCount = 0

[power_and_ir_drop]
peakVddDrop_v = 0.000534
powerDensity_mw_per_mm2 = 1860
leakagePower_nw = 0.793

[synth]
ys_ff = 45
yosysSeqAreaShare_pct = 100
ys_cells = 45
yosysWarnings = 1
syn_avg_cell_area_sq_um = 20.0
syn-cell-area_sq_um = 901
ys_area_sq_um = 901
ys_types = 1
synth_cells = 45

[grt]
gr-total-overflow = 0
grt_pass1_wl_microns = 4110
antenna_found_initial = 0
grt_use_total_pct = 5.10
grt_max_degree = 14
grt_pass1_vias = 732

[placement]
place_area_sq_mm = 0.00190
place.port_buffers = 90
globalplace.congestion = 0.655

[flow_run]
max_cap_viol_count = 0
openroad.warnings = 25

[run_status]
status = "complete, no violations"

[hold_path]
worst_hold_path_type = "input port to flop"
## power by group
part	total [mW]	internal [mW]	switching, mW
Clock	1.19	0.624	0.569
Sequential	1.91	1.89	0.0204
Combinational	0.247	0.210	0.0372
Total	3.35	2.73	0.627
## timing repair
action | 4_1_cts | 5_1_grt
hold buffers | 0 | 0
gates resized | 115 | 36
endpoints found under the setup margin | 45 | 25
## kinds of logic (layout without fill, tap and decap cells)
| family | after synthesis | count (layout) | synth area share, % |
|---|---|---|---|
| buffers and inverters | 0 | 98 | 0 |
| DFF | 45 | 45 | 100 |
## cells in the mapped netlist
master	number	area, sq um
dfxtp_1	45	901
## sequential cells by signal, indices dropped and copies added, names as in the netlist
name,flops
m2out,8
immout,8
Aout,8
ALUFnout,1
memwriteout,1
ALUSrcout,1
Bout,8
m1out,8
memreadout,1
memtoregout,1
## final timing paths
| path | startpoint | slack [ps] | depth (start not counted) | end |
|---|---|---|---|---|
| worst max-delay path | Bout[2]$_DFF_P_ | 50 | 1 | Bout[2] |
| worst min-delay path | L1_SignExtendedImm[3] | 340 | 1 | immout[3]$_DFF_P_ |
## layer usage
layer	routed length (microns)	GRT usage (%)
met5	0	0
met3	435	3.66
met1	1040	5.38
met2	1420	8.24
met4	8	0.856
## through the flow
| step | power, mW | util (%) | instances | setup slack, ps |
|---|---|---|---|---|
| 2_1_floorplan | 1.93 | - | 45 | 538 |
| 3_3_place_gp | 2.29 | 28.1 | 215 | 4.83 |
| 3_5_place_dp | 2.30 | 28.1 | 215 | 9.56 |
| 4_1_cts | 3.47 | 28.3 | 223 | 0.311 |
| 5_1_grt | 3.56 | 26.6 | 223 | 7.74 |
| 6_report | 3.35 | 26.6 | 223 | 48.8 |
## layout make-up
| type | count | area share, % |
|---|---|---|
| timing repair buffer | 90 | 37.8 |
| sequential | 45 | 51.0 |
| tap | 80 | 5.56 |
| clock buffer | 7 | 5.35 |
| clock inverter | 1 | 0.278 |
Power and IR drop assume default switching activity.
